--- ./config.mk ---
export PLATFORM = sky130hd
export DESIGN_NAME = load_mem
export DESIGN_NICKNAME = load_mem
export VERILOG_FILES = /design/flow/design.v
export SDC_FILE = /design/flow/constraint.sdc
export NUM_CORES = 4
export LEC_CHECK = 1
export CORE_AREA = 10 10 78 78
export DIE_AREA = 0 0 88 88
--- ./constraint.sdc ---
current_design load_mem

set clk_period 7.1
set clk_io_pct 0.2

create_clock -name clk0 -period $clk_period

set non_clock_inputs [all_inputs -no_clocks]
set_input_delay [expr $clk_period * $clk_io_pct] -clock clk0 $non_clock_inputs
set_output_delay [expr $clk_period * $clk_io_pct] -clock clk0 [all_outputs]
--- ./design.v ---
`timescale 1ns / 1ps
module load_mem(
input logic [31:0]memory_word
,input logic  [3:0] addr_lsb
,input logic  [2:0] funct3 
,output logic [31:0] load_data  );
reg [7:0] selected_byte;
always @(*) begin
    case(addr_lsb[1:0])
        2'b00: selected_byte = memory_word[7:0];     
        2'b01: selected_byte = memory_word[15:8];    
        2'b10: selected_byte = memory_word[23:16];   
        2'b11: selected_byte = memory_word[31:24];   
    endcase
end
reg [15:0] selected_halfword;
always @(*) begin
    case(addr_lsb[1])
        1'b0: selected_halfword = memory_word[15:0];    
        1'b1: selected_halfword = memory_word[31:16];   
    endcase
end
always @(*) begin
    case(funct3)
        3'b000: begin   
            load_data = {{24{selected_byte[7]}}, selected_byte};
        end
        3'b001: begin   
            load_data = {{16{selected_halfword[15]}}, selected_halfword};
        end
        3'b010: begin   
            load_data = memory_word;
        end
        3'b100: begin   
            load_data = {24'b0, selected_byte};
        end
        3'b101: begin   
            load_data = {16'b0, selected_halfword};
        end
        default: load_data = 32'b0;
    endcase
end
    endmodule
--- ./run.sh ---
#!/bin/bash
# OpenROAD 26Q1-2900-gdf79404cd8, Yosys 0.63+post, stock flow scripts
make -C /OpenROAD-flow-scripts/flow DESIGN_CONFIG=/design/flow/config.mk WORK_HOME=/design/flow/orfs finish
==> impl_metrics.toml <==
# implementation run metrics
[grt]
grt-ovfl-total = 0
grt_pass1_vias = 1209
grt_pass1_wl_um = 6603
grt_usage_pct = 10.29
antenna_found_initial = 0
grt_max_degree = 32

[clock_network]
ctsResizeCount = 0
cts_setup_buffers = 0
postCtsHoldBufs = 0

[final_timing]
min_period_ps = 5570
hold_viol_final = 0
finalMaxSlewViolations = 0
finalSetupTns_ps = 0
hold_ws_ps = 3853
slew_headroom_pct = 48.25
rsz0062_at_grt = "false"
tightestPinTransition_ps = 773.8
fmax_mhz = 179.5
fin_crit_sh_pct = 78.45
finalSetupViolCount = 0

[worst_setup_path]
worstPathCellList = "clkdlybuf4s50_1, nor2b_1, buf_4, a22oi_1, a211oi_1, clkdlybuf4s50_1"
cp-end-kind = "primary output"
startpoint_type = "input port"
crit_path_max_fanout = 21
critPathKind = "in -> out"
critPathMaxStageDelay_ps = 970
cp.required_ps = 5680
cpMaxStageDelayCell = "clkdlybuf4s50_1"
cp_data_arrival_time_ps = 4150
crit_top_cell = "clkdlybuf4s50_1"

[floorplan]
io_pins = 71
core_um2 = 4414
die_area_um2 = 7744
fp.dieW_um = 88
rows = 24
die_y_um = 88
fp_util_pct = 21.20

[synthesis]
ys_area_um2 = 935.9
top_area_share_pct = 14.44
synthTopCellsByArea = "a21oi_1 14%, a211oi_1 13%, a22oi_1 13%, mux2_2 11%, mux2i_1 7.5%"
ys_types = 28
syn_area_um2 = 935.9
yosysCellCount = 123
synth_area_leader_cell = "a21oi_1"
syn_area_per_cell_um2 = 7.609
ys_seq_share_pct = 0
yosys_warnings = 1
synth_cells = 123

[route]
drt_wl_total_um = 4242
wl_per_cell_um = 18.28
firstDrtPassIters = 4
drt_iter0_drc = 112
wl_met3_um = 416
drc_errors = 0
vias = 1238
topRoutingLayerUsed = "met3"
antenna_left = 0
antenna_cells_inserted = 0
wl_met1_um = 1806
viasPerCell = 5.336
wl_met2_um = 2019

[final_layout]
fillCellCount = 462
final_area_um2 = 1602
fin_util_pct = 36.28
area_delta_synth_final_pct = 71.12
register_area_um2 = 0
ff_count = 0
n_clock_buffer = 0
drive_gt1_share_pct = 12.22

[place]
placed_area_um2 = 1602
hpwlAfterDp_um = 3318
gp_congestion = 0.8029
io_buffers = 69

[flow_run]
cap_violations = 0
warnings = 34

[status]
status = "completed"

[pwr]
powerDensity_nw_per_um2 = 69.41
p_total_mw = 0.1112
ir_worst_vdd_mv = 0.01755
p_leak_nw = 0.5381

[hold_path]
hold_class = "in -> out"
-- worst max-delay path, delay by kind of cell --
| kind | cells | cell delay (ps) |
|---|---|---|
| AND-OR/OR-AND | 2 | 370 |
| buffers and inverters | 3 | 1770 |
| AND/OR/NAND/NOR | 1 | 590 |
-- layout make-up --
type               instances  area (µm²)  share of cell area [%]
repair buffers            73       720.7                   45.00
well taps                 52       65.06                   4.062
inverters                  1       3.754                  0.2344
multi-input cells        106       812.0                   50.70
-- through the flow --
stage	std cells	worst slack, ps
finish	232	1530
global route	232	1349
CTS	232	1563
detailed placement	232	1569
global placement	232	1620
floorplan	123	3471
-- worst paths after layout --
kind              depth (start not counted)             to  slack [ps]           start
setup / recovery                          6  load_data[31]        1530       funct3[0]
hold / removal                            4   load_data[3]        3850  memory_word[3]
-- logic make-up after synthesis --
group                  synth area share (%)
AOI/OAI and AO/OA                     61.23
buffers and inverters                 13.23
and+or+nand+nor                       4.012
muxes                                 21.52
-- report_power, final --
group	total (mW)	switching, mW	internal, mW
sequential	0	0	0
clock	0	0	0
combinational	0.111	0.0450	0.0662
-- synth_stat cells (2+ instances only) --
| cell | n |
|---|---|
| a211oi_1 | 16 |
| a21oi_1 | 27 |
| a221oi_1 | 6 |
| a22oi_1 | 16 |
| a32oi_1 | 2 |
| buf_2 | 7 |
| buf_6 | 4 |
| clkbuf_1 | 2 |
| mux2_2 | 9 |
| mux2_4 | 2 |
| mux2i_1 | 7 |
| nor2_1 | 2 |
| o21ai_1 | 2 |
| o22ai_1 | 7 |
-- metal layers --
metal	up-vias	track usage [%]
li1	637	-
met1	561	13.76
met4	0	0
met3	0	2.993
met5	-	0
met2	40	17.00
-- cell usage in the layout (no fill, tap or decap) --
master and n:
a21oi_1 27, a21oi_2 1, a32oi_1 2, o21ba_2 1, or2b_1 1, a221oi_2 1, and2b_1 1, inv_2 1
buf_4 4, a22oi_4 1, a21boi_2 1, o22ai_1 7, a22oi_1 16, nor2b_1 1, a211oi_1 16, mux2_4 2
a221oi_1 6, nand2b_2 1, clkdlybuf4s50_1 69, nor2_1 2, o31ai_1 1, o21ai_1 2, mux2_2 9, mux2i_1 7
